==> design/flow/design.v <==
module lcd (
    input [2:0] opcode,
    input [2:0] estadoCpu,
    input clk,
    output reg EN, RW, RS,
    output reg [7:0] data
);
    parameter SHOW = 3'b101;
    parameter OFF = 3'b000;
    parameter STORE = 3'b110;
    parameter LOAD = 3'b000,
              ADD = 3'b001,
              ADDI = 3'b010,
              SUB = 3'b011,
              SUBI = 3'b100,
              MUL = 3'b101,
              CLEAR = 3'b110,
              DISPLAY = 3'b111;
    parameter MS = 50_000;
    parameter WRITE = 0, WAIT = 1;
    reg state = WRITE;
    reg [7:0] instructions = 0;
    reg [31:0] counter = 0;
    reg [7:0] d_milhar, milhar, centena, dezena, unidade, dm, m, c, d, u;
    reg sinal;
    reg [3:0] reg1 = 4'b0001; 
	 reg [3:0] reg2 = 4'b0010;
	 reg [3:0] reg3 = 4'b0011;
    reg [15:0] result = 16'b1000010001010011;
    initial begin
        d_milhar = 0;
        milhar = 0; 
        centena = 0; 
        dezena = 0; 
        unidade = 0;
        sinal = 0;
        EN = 0;
        RW = 0;
        RS = 0;
        data = 0;
    end
    always @(posedge clk) begin
        if (estadoCpu == OFF) begin 
            case(state)
                WRITE: begin
                    if(counter == MS - 1) begin
                        counter <= 0;
                        state <= WAIT;
                    end
                    else counter <= counter + 1;
                end
                WAIT : begin
                    if(counter == MS - 1) begin
                        counter <= 0;
                        state <= WRITE;
                        if (instructions <=  1) instructions <= instructions + 1;
						else begin 
                            instructions <= 0; 
                        end
                    end
                    else counter <= counter + 1;
                end
                default: begin end
            endcase
        end
        else if (estadoCpu == SHOW) begin
            case(state)
                WRITE: begin
                    if(counter == MS - 1) begin
                        counter <= 0;
                        state <= WAIT;
                    end
                    else counter <= counter + 1;
                end
                WAIT: begin
                    if(counter == MS - 1) begin
                        counter <= 0;
                        state <= WRITE;
                        if (instructions < 39) instructions <= instructions + 1;
                        else begin 
                            instructions <= 0;
                            end
                    end
                    else counter <= counter + 1;
                end
                default: begin end
            endcase
        end
    end
    always @(posedge clk) begin
            if (estadoCpu == OFF) begin 
                case (state)
                    WRITE: EN <= 1;
                    WAIT: EN <= 0;
                    default: EN <= EN;
                endcase
                case (instructions) 
                    1: begin data <= 8'h08; RS <= 0; end  
                endcase
            end
            else if (estadoCpu == SHOW) begin
                case (state)
                    WRITE: EN <= 1;
                    WAIT: EN <= 0;
                    default: EN <= EN;
                endcase
                    unidade <= result[14:0] % 10;              
                    dezena <= (result[14:0] / 10) % 10;        
                    centena <= (result[14:0] / 100) % 10;      
                    milhar <= (result[14:0] / 1000) % 10;      
                    d_milhar <= (result[14:0] / 10000) % 10;   
                    sinal <= result[15];                       
                    case (instructions)
                        1: begin data <= 8'h38; RS <= 0; end  
                        2: begin data <= 8'h0E; RS <= 0; end  
                        3: begin data <= 8'h01; RS <= 0; end  
                        4: begin data <= 8'h02; RS <= 0; end  
                        5: begin data <= 8'h06; RS <= 0; end  
                        6: begin 
                            if (opcode == ADDI || opcode == ADD) begin data <= 8'h41; RS <= 1; end  
                            else if (opcode == SUBI || opcode == SUB) begin data <= 8'h53; RS <= 1; end  
                            else if (opcode == MUL) begin data <= 8'h4D; RS <= 1; end  
                            else if (opcode == DISPLAY) begin data <= 8'h44; RS <= 1; end  
                            else if (opcode == CLEAR) begin data <= 8'h43; RS <= 1; end    
                            else if (opcode == LOAD) begin data <= 8'h20; RS <= 1; end    
                        end 
                        7: begin 
                            if (opcode == ADDI || opcode == ADD) begin data <= 8'h44; RS <= 1; end  
                            else if (opcode == SUBI || opcode == SUB || opcode == MUL) begin data <= 8'h55; RS <= 1; end  
                            else if (opcode == DISPLAY) begin data <= 8'h50; RS <= 1; end  
                            else if (opcode == CLEAR) begin data <= 8'h4C; RS <= 1; end  
                                    else if (opcode == LOAD) begin data <= 8'h20; RS <= 1; end    
                        end
                        8:  begin 
                            if (opcode == ADDI || opcode == ADD) begin data <= 8'h44; RS <= 1; end  
                            else if (opcode == SUB || opcode == SUBI) begin data <= 8'h42; RS <= 1; end  
                            else if (opcode == MUL || opcode == DISPLAY) begin data <= 8'h4C; RS <= 1; end  
                            else if (opcode == CLEAR) begin data <= 8'h45; RS <= 1; end  
                                    else if (opcode == LOAD) begin data <= 8'h20; RS <= 1; end    
                        end
                        9: begin 
                            if (opcode == ADDI || opcode == SUBI) begin data <= 8'h49; RS <= 1; end    
                            else if (opcode == CLEAR) begin data <= 8'h41; RS <= 1; end  
                                    else if (opcode == LOAD) begin data <= 8'h20; RS <= 1; end    
                            else begin data <= 8'h20; RS <= 1; end                                     
                        end
                        10: begin
                            if(opcode == CLEAR) begin data <= 8'h52; RS <= 1; end  
                                    else if (opcode == LOAD) begin data <= 8'h20; RS <= 1; end    
                            else begin data <= 8'h20; RS <= 1; end  
                        end
                        11: begin data <= 8'h20; RS <= 1; end  
                        12: begin data <= 8'h20; RS <= 1; end  
                        13: begin data <= 8'h20; RS <= 1; end  
                        14: begin data <= 8'h20; RS <= 1; end  
                        15: begin data <= 8'h20; RS <= 1; end  
                        16: begin 
                            if (opcode == CLEAR || opcode == LOAD) begin data <= 8'h20; RS <= 1; end  
                            else begin data <= 8'h5B; RS <= 1; end  
                        end
                        17: begin 
                            if (opcode == ADD || opcode == SUB) begin
                                data <= reg3[3]?8'h31 : 8'h30; RS <= 1;
                            end
                            else if (opcode == ADDI || opcode == SUBI || opcode == MUL) begin 
                                data <= reg2[3]?8'h31 : 8'h30; RS <= 1;
                            end
                            else if (opcode == DISPLAY) begin
                                data <= reg1[3]?8'h31 : 8'h30; RS <= 1;
                            end
                            else if (opcode == CLEAR || opcode == LOAD) begin 
                                data <= 8'h20; RS <= 1;      
                            end 
                        end
                        18: begin
                            if (opcode == ADD || opcode == SUB) begin
                                data <= reg3[2]?8'h31 : 8'h30; RS <= 1;
                            end
                            else if (opcode == ADDI || opcode == SUBI || opcode == MUL) begin 
                                data <= reg2[2]?8'h31 : 8'h30; RS <= 1;
                            end
                            else if (opcode == DISPLAY) begin
                                data <= reg1[2]?8'h31 : 8'h30; RS <= 1;
                            end
                            else if (opcode == CLEAR || opcode == LOAD) begin 
                                data <= 8'h20; RS <= 1;      
                            end 
                        end
                        19: begin 
                            if (opcode == ADD || opcode == SUB) begin
                                data <= reg3[1]?8'h31 : 8'h30; RS <= 1;
                            end
                            else if (opcode == ADDI || opcode == SUBI || opcode == MUL) begin 
                                data <= reg2[1]?8'h31 : 8'h30; RS <= 1;
                            end
                            else if (opcode == DISPLAY) begin
                                data <= reg1[1]?8'h31 : 8'h30; RS <= 1;
                            end
                            else if (opcode == CLEAR || opcode == LOAD) begin 
                                data <= 8'h20; RS <= 1;      
                            end 
                        end
                        20: begin 
                            if (opcode == ADD || opcode == SUB) begin
                                data <= reg3[0]?8'h31 : 8'h30; RS <= 1;
                            end
                            else if (opcode == ADDI || opcode == SUBI || opcode == MUL) begin 
                                data <= reg2[0]?8'h31 : 8'h30; RS <= 1;
                            end
                            else if (opcode == DISPLAY) begin
                                data <= reg1[0]?8'h31 : 8'h30; RS <= 1;
                            end
                            else if (opcode == CLEAR || opcode == LOAD) begin 
                                data <= 8'h20; RS <= 1;      
                            end 
                        end
                        21: begin 
                            if (opcode == CLEAR || opcode == LOAD) begin data <= 8'h20; RS <= 1; end  
                            else begin data <= 8'h5D; RS <= 1; end  
                        end
                        22: begin data <= 8'hC0; RS <= 0; end 
                        23: begin data <= 8'h20; RS <= 1; end  
                        24: begin data <= 8'h20; RS <= 1; end  
                        25: begin data <= 8'h20; RS <= 1; end  
                        26: begin data <= 8'h20; RS <= 1; end  
                        27: begin data <= 8'h20; RS <= 1; end  
                        28: begin data <= 8'h20; RS <= 1; end  
                        29: begin data <= 8'h20; RS <= 1; end  
                        30: begin data <= 8'h20; RS <= 1; end  
                        31: begin data <= 8'h20; RS <= 1; end  
                        32: begin data <= 8'h20; RS <= 1; end  
                        33: begin 
                            if (opcode == CLEAR || opcode == LOAD) begin data <= 8'h20; RS <= 1; end  
                            else begin
                                if (sinal == 0) begin  data <= 8'h2B; RS <= 1; end        
                                else begin data <= 8'h2D; RS <= 1; end                    
                            end
                        end
                        34: begin 
                            if (opcode == CLEAR || opcode == LOAD) begin data <= 8'h20; RS <= 1; end  
                            else begin data <= 8'h30 + d_milhar; RS <= 1; end
                        end
                        35: begin 
                            if (opcode == CLEAR || opcode == LOAD) begin data <= 8'h20; RS <= 1; end  
                            else begin data <= 8'h30 + milhar; RS <= 1; end
                        end
                        36: begin 
                            if (opcode == CLEAR || opcode == LOAD) begin data <= 8'h20; RS <= 1; end  
                            else begin data <= 8'h30 + centena; RS <= 1; end
                        end
                        37: begin 
                            if (opcode == CLEAR || opcode == LOAD) begin data <= 8'h20; RS <= 1; end  
                            else begin data <= 8'h30 + dezena; RS <= 1; end
                        end
                        38: begin 
                            if (opcode == CLEAR || opcode == LOAD) begin data <= 8'h20; RS <= 1; end  
                            else begin data <= 8'h30 + unidade; RS <= 1; end
                        end
                    endcase                
            end
    end
endmodule
==> design/flow/run.sh <==
#!/bin/bash
# OpenROAD 26Q1-2900-gdf79404cd8, Yosys 0.63+post, stock flow scripts
make -C /OpenROAD-flow-scripts/flow DESIGN_CONFIG=/design/flow/config.mk WORK_HOME=/design/flow/orfs finish
==> design/flow/config.mk <==
export PLATFORM = sky130hd
export DESIGN_NAME = lcd
export DESIGN_NICKNAME = lcd
export VERILOG_FILES = /design/flow/design.v
export SDC_FILE = /design/flow/constraint.sdc
export NUM_CORES = 4
export LEC_CHECK = 1
export CORE_UTILIZATION = 40
==> design/flow/constraint.sdc <==
current_design lcd

set clk_period 4.4
set clk_io_pct 0.2

create_clock -name clk0 -period $clk_period [get_ports {clk}]

set non_clock_inputs [all_inputs -no_clocks]
set_input_delay [expr $clk_period * $clk_io_pct] -clock clk0 $non_clock_inputs
set_output_delay [expr $clk_period * $clk_io_pct] -clock clk0 [all_outputs]
==> PnR_summary.wiki <==
=== Physical design figures ===
{| class="wikitable"
! Metric !! Value
|-
| Run status || completed
|-
| Fin worst setup slack || 1570 ps
|-
| H-tree Lvls || 2
|-
| Startpoint type of the worst setup path || flip-flop
|-
| Die extent in y || ~96 um
|-
| Type of destination of the critical path || flip-flop
|-
| Cell taking the most area after synthesis || edfxtp_1
|-
| Number of buffers created by CTS || 5
|-
| Gpl congestion || about 0.96
|-
| Pre-CTS setup slack || approximately 1400 ps
|-
| P per Cell Area || 251 mW/mm^2
|-
| Post-synthesis register bit count || roughly 52
|-
| Number of vias in the routed layout || 2685
|-
| Transition time at the pin with the least slew margin || 721 ps
|-
| CORE AREA || ~0.0084 mm^2
|-
| Dominant logic cell type in the layout || edfxtp_1
|-
| CTS clk-pin slew, worst paths || ~90 ps
|-
| Setup Viol. Count Final || 0
|-
| Minimum clock period after layout || 2830 ps
|-
| Post-Syn Instances || around 360
|-
| Max-slew headroom at the worst pin || 51.9%
|-
| Setup Skew || 9.70 ps
|-
| Fraction of final layout cells sized beyond drive strength 1 || 7.73%
|-
| Sum of net half-perimeters after detailed placement || about 5000 um
|-
| Die width || 96.0 um
|-
| Critical Path AT || roughly 2900 ps
|-
| Dominant cells by area after synthesis || edfxtp_1 (44%), nor2_1 (4.5%), xnor2_1 (4.5%)
|-
| Synth cell types || approximately 65
|-
| Pin count of the biggest net entering global routing || 35
|-
| Leakage || 1.25 nW
|-
| Routed WL || approximately 7100 um
|-
| FF-to-FF path depth || 6
|-
| Port bufs || 16
|-
| WHS || between 500 and 600 ps
|-
| Mapped cell area || 0.00353 mm^2
|-
| Final tally of max-slew violations || 0
|-
| Starting Density || between 40% and 50%
|-
| Crit path max fanout || 14
|-
| Warnings from Yosys || 1
|-
| Maximum clock insertion buffer count || 2
|-
| Min-Delay Path Depth || 1
|-
| Number of synthesized flops with an enable pin || 52
|-
| Sum Neg Setup Slack || 0 ps
|-
| Setup repair after global routing missed its margin || no
|-
| Count of standard-cell rows || 33
|-
| Diode count || 0
|-
| Wire length of the first global-routing pass || 12300 um
|-
| IO Pins || 18
|-
| Yosys Instances || roughly 360
|-
| Max capacitance violation total || 0
|-
| Final Hold Vio Count || 0
|-
| Yosys synthesis chip area || 0.00353 mm^2
|-
| Total DRC errors in the routed layout || 0
|-
| Final core occ || 45.9%
|-
| Number of instances resized during post-cts repair || 0
|-
| Overall die area || ~0.0092 mm^2
|-
| Count of hold buffers inserted by post-cts repair || 0
|-
| Clock tree root buffer cell || clkbuf_8
|-
| Iteration-0 DRC count of the detailed router || 156
|-
| Layout overhead on the synthesized area || 8.78%
|-
| Clock tree from TritonCTS || yes
|-
| Count of buffers added by post-CTS timing repair for setup || 0
|-
| Via count of the first global-routing pass || 2441
|-
| Type of the worst setup path || reg2reg
|-
| Antenna violations before repair || 0
|-
| Insertion delay to the later sink of the worst-skew pair || 300 ps
|-
| CP required || 4420 ps
|-
| Mean cell area of the mapped netlist || 9.93 um^2
|-
| Post-detailed-route wirelength per cell || 15.1 um
|-
| Clock sink count || 52
|-
| Number of OpenROAD warnings || 29
|-
| All-Layer GR Usage || between 15 and 20%
|-
| Total iterations of the first detailed-routing run || 4
|-
| Most frequently placed logic cells in the final layout || edfxtp_1 (52), nor2_1 (42), nand2_1 (21)
|-
| Fmax || ~350 MHz
|-
| Async S/R FF share, synth || 0%
|-
| Top FF cell, synth || edfxtp_1
|-
| Worst hold-check path type || reg2reg
|-
| Count of nets left with antenna violations after detail routing || 0
|-
| Synth Seq Share || 44.2%
|-
| Worst supply voltage drop on vdd || around 0.13 mV
|-
| Congestion Overflow GR || 0
|-
| Via density per instance || 5.75
|-
| Largest type area fraction || 44.2%
|-
| Crit share post-route || between 60 and 70%
|}
==> worst paths after layout <==
check                                     start  endpoint  slack, ps
worst max register to register  instructions[0]   data[7]       1570
worst max-delay path            instructions[0]   data[7]       1570
worst min-delay path                      state        EN        580
worst min register to register            state        EN        580
==> synthesized netlist by cell type (3+ instances only) <==
library cell   n
a21oi_1       12
xor2_1        18
and3_1         6
nor4_1         7
buf_2          8
o21ai_1        3
ha_1           6
a22oi_1        3
buf_6          3
nand2_1       21
inv_1         11
o21ai_0       10
nand3_1       19
edfxtp_1      52
xnor2_1       18
nor2b_1        8
a21o_1         4
nor3_1        11
o32ai_1        4
a211oi_1       3
clkbuf_1      10
or3_1          3
o31a_1         4
o21a_1         3
nand4_1       11
o211ai_1       3
a31oi_1        4
nand2b_1       3
nor2_1        42
==> cell families after synthesis <==
logic type / count (synthesis) / synth area share (%)
mux: 2 / 0.567
buf+inv: 35 / 4.75
fa+ha+maj: 6 / 2.12
other cells: 2 / 0.213
simple gates: 153 / 24.3
xor+xnor: 36 / 8.92
compound gates: 70 / 14.9
flops: 52 / 44.2
==> per-layer routing <==
layer	GRT usage [%]	routed length, um
met5	0	0
met4	2.86	114
met3	2.17	476
met2	23.2	2860
met1	33.1	3620
==> where the power goes <==
part | total (W) | leakage [nW] | switching [W] | internal, W
combinational | 0.0000614 | 0.713 | 0.0000371 | 0.0000242
clock | 0.000322 | 0.0558 | 0.000154 | 0.000169
sequential | 0.000581 | 0.482 | 0.0000168 | 0.000564
==> flip-flops by register name, indices dropped and copies added, names as in the netlist <==
| signal | cells |
|---|---|
| counter | 32 |
| data | 8 |
| instructions | 8 |
| EN | 1 |
| RS | 1 |
| state | 1 |
| unidade | 1 |
==> final cells by class <==
cell class                      instances  area (um^2)
Inverter                               12         45.0
Tap cell                              105          131
Fill cell                             782         4540
Sequential cell                        52         1560
Timing Repair Buffer                   19          183
Multi-Input combinational cell        271         1810
Clock inverter                          3         42.5
Clock buffer                            5         68.8
==> critical path, cell delays in order, from the launching register on <==
cell      delay, ps
edfxtp_1        460
ha_1            430
or4_1           590
a32o_2          300
a211oi_4        280
a31oi_4         170
o21a_1          320
==> per-stage QoR <==
step,instance area (um^2),std cells,total power [W]
5_1_grt,3840,467,0.00100
3_3_place_gp,3730,459,0.000652
3_5_place_dp,3730,459,0.000653
4_1_cts,3840,467,0.000973
2_1_floorplan,3540,358,0.000632
6_report,3840,467,0.000965
No activity file was given, so power comes from the tool's default toggle rates.
